**flow/run.sh**
```bash
#!/bin/bash
# OpenROAD 26Q1-2900-gdf79404cd8, Yosys 0.63+post, stock flow scripts
make -C /OpenROAD-flow-scripts/flow DESIGN_CONFIG=/design/flow/config.mk WORK_HOME=/design/flow/orfs finish
```
**flow/config.mk**
```make
export PLATFORM = sky130hd
export DESIGN_NAME = pcreg
export DESIGN_NICKNAME = pcreg
export VERILOG_FILES = /design/flow/design.v
export SDC_FILE = /design/flow/constraint.sdc
export NUM_CORES = 4
export LEC_CHECK = 1
export CORE_AREA = 10 10 109 109
export DIE_AREA = 0 0 119 119
```
**flow/constraint.sdc**
```tcl
current_design pcreg

set clk_period 1.0
set clk_io_pct 0.2

create_clock -name clk0 -period $clk_period [get_ports {clk}]

set non_clock_inputs [all_inputs -no_clocks]
set_input_delay [expr $clk_period * $clk_io_pct] -clock clk0 $non_clock_inputs
set_output_delay [expr $clk_period * $clk_io_pct] -clock clk0 [all_outputs]
```
**flow/design.v**
```verilog
module pcreg(clk,wpclr,pcnext,pc);
    input clk;
    input wpclr;
    input[31:0] pcnext;
    output reg[31:0] pc;
    initial
    begin
        pc = 0;
    end
    always @ (posedge clk)
    begin
        if(wpclr != 0)
            pc = pcnext;
    end
endmodule
```
==> impl_metrics.ini <==
; implementation run metrics
[setup_path]
cp_num_buf_inv = 1
critPathKind = reg2out
critPathArrivalTime_ns = 0.79
crit_family = flip-flops
crit_chain = buf_2
slowest_stage = edfxtp_1
required_ns = 0.80
worstPathMaxFanout = 1
end_kind = output pin
max_stage_delay_ns = 0.38
startpoint_type = flop

[synthesis]
syn_inst = 32
yosys_area_um2 = 961
yosysWarnings = 1
postSynthSeqShare_pct = 100
ys_cells = 32
yosysUniqueCellTypes = 1
syn_area_per_cell_um2 = 30.0
numSynthFlops = 32
syn_area_um2 = 961

[finish]
layout-drive-gt1-share_pct = 40.2
num-multi-input-gates = 0
largest_reg_flops = 32
comb_area_um2 = 0
area_growth_pct = 82.6
fin_cells = 241

[timing]
min_period_over_period_pct = 98.7
drv_slew = 0
hold_viol = 0
finalCriticalPeriod_ns = 0.987
timing.final.ws_setup_ns = 0.0133
setup_violations = 0
worst_slew_pin_slew_ns = 0.148
slew_headroom_pct = 90.1
rsz0062_at_grt = yes
fmax_mhz = 1010

[route]
finalWirelength_mm = 3.02
drc = 0
viasPerCell = 2.47
drt_pass1_iterations = 2
ant_nets = 0
wl_per_cell_um = 12.5
vias = 596
drt_iter0_drc = 21

[power_and_ir_drop]
p_comb_share_pct = 8.1
p_switching_mw = 0.590
pwr-share-seq_pct = 52.0
p_leak_nw = 0.637
pwr-share-clk_pct = 39.9
internal_power_mw = 2.51
ir_worst_vdd_uv = 610
swShare_pct = 19.0
power.density_nw_per_um2 = 1770
power_mw = 3.10

[run]
warning_count = 27
drv_cap = 0

[clock_network]
cts_sinks = 32
cts_buffers = 5
cts_tree = built
h-tree-depth = 2
clk_pin_slew_ns = 0.07
cts_root_buffer = clkbuf_8
cts_post_setup_buffers_inserted = 0
cts_max_path_buffers = 2
hold_buffers = 0

[floorplanning]
core_um2 = 9640
ios = 66
die_y_um = 119
chipWidth_um = 119
die_area_um2 = 14200
rows = 36
floorplan.core_util_pct = 9.97

[run_status]
status = completed

[place]
place_worst_setup_slack_ns = -0.0283
io_buffers = 65
placed_cells = 232
globalplace.congestion = 0.669
dpl.hpwl_mm = 2.49

[global_routing]
grt_max_degree = 25
grt_pass1_vias = 699
grt_pass1_wl_mm = 4.50
grt-ovfl-total = 0
antenna_found_initial = 2
grt.total_usage_pct = 4.23

[worst_hold_path]
worst_hold_path_type = in2reg
cell usage after synthesis:
cell / instances / area (um2)
edfxtp_1: 32 / 961
metal layers:
layer  vias to the layer above  track usage [%]  routed length, um
met3                         8             4.51                639
met1                       264             4.51               1100
li1                        278                -                  -
met4                         2            0.611                 50
met2                        44             5.77               1220
met5                         -                0                 13
area by class of cell:
type                  instances  area (um2)
Fill cell                  1073        7890
Sequential cell              32         961
Timing Repair Buffer         67         513
Tap cell                    133         166
Clock buffer                  5        68.8
Clock inverter                3        42.5
Antenna cell                  1        2.50
power groups by stage:
stage | Combinational, mW | Clock [mW] | Sequential (mW)
CTS | 0.262 | 1.31 | 1.61
global route | 0.278 | 1.37 | 1.62
finish | 0.251 | 1.24 | 1.61
worst paths after layout:
path	startpoint	endpoint	slack [ns]	depth (start not counted)
hold / removal	wpclr	pc[9]$_DFFE_PP_	0.34	2
setup / recovery	pc[18]$_DFFE_PP_	pc[18]	0.01	1
timing repair:
| action | CTS | global route |
|---|---|---|
| setup endpoints to repair | 32 | 27 |
| resized | 102 | 0 |
| gates cloned | 0 | 0 |
logic make-up (layout without fill, tap and decap cells):
kind of cell           Yosys count  after routing  synth area share [%]
buffers and inverters            0             75                     0
other                            0              1                     0
flip-flops                      32             32                   100
per-stage QoR:
step	util, %	instance area (um2)	hold slack, ns	setup TNS, ns
5_1_grt	18.2	1750	0.328	-0.447
6_report	18.2	1750	0.335	0
4_1_cts	18.2	1750	0.323	-0.0548
3_3_place_gp	18.7	1800	0.625	-0.0328
3_5_place_dp	18.7	1800	0.628	-0.0634
2_1_floorplan	-	961	0.299	0
layout by cell type (no fill, tap or decap):
cell type	synthesis	routed
diode_2	0	1
buf_12	0	1
edfxtp_1	32	32
clkdlybuf4s50_1	0	32
buf_2	0	33
clkinv_2	0	1
buf_4	0	1
clkinvlp_4	0	1
clkbuf_8	0	5
bufinv_16	0	1
No activity file was given, so power comes from the tool's default toggle rates.
