==> flow/design.v <==
module EXEWB(clk,mwregin,mwreg,mm2regin,mm2reg,
            mwmem,mwmemin,maluin,malu,mrnin,mrn,
            di,diin);
    input clk;
    input mwregin;
    output reg mwreg;
    input mm2regin;
    output reg mm2reg;
    input mwmemin;
    output reg mwmem;
    input[31:0] maluin;
    output reg[31:0] malu;
    input[4:0] mrnin;
    output reg[4:0] mrn;
    input [31:0] diin;
    output reg[31:0] di;
    initial
    begin
        mwreg  = 0;
        mm2reg = 0;
        mwmem  = 0;
        malu   = 0;
        mrn    = 0;
        di     = 0;
    end
    always @(posedge clk)
    begin
        mwreg  =mwregin;
        mm2reg =mm2regin;
        mwmem  =mwmemin;
        malu   =maluin;
        mrn    =mrnin;
        di     =diin;   
    end
endmodule
==> flow/run.sh <==
#!/bin/bash
# OpenROAD 26Q1-2900-gdf79404cd8, Yosys 0.63+post, stock flow scripts
make -C /OpenROAD-flow-scripts/flow DESIGN_CONFIG=/design/flow/config.mk WORK_HOME=/design/flow/orfs finish
==> flow/config.mk <==
export PLATFORM = sky130hd
export DESIGN_NAME = EXEWB
export DESIGN_NICKNAME = EXEWB
export VERILOG_FILES = /design/flow/design.v
export SDC_FILE = /design/flow/constraint.sdc
export NUM_CORES = 4
export LEC_CHECK = 1
export CORE_UTILIZATION = 40
==> flow/constraint.sdc <==
current_design EXEWB

set clk_period 1.0
set clk_io_pct 0.2

create_clock -name clk0 -period $clk_period [get_ports {clk}]

set non_clock_inputs [all_inputs -no_clocks]
set_input_delay [expr $clk_period * $clk_io_pct] -clock clk0 $non_clock_inputs
set_output_delay [expr $clk_period * $clk_io_pct] -clock clk0 [all_outputs]
==> flow_summary.toml <==
# flow metrics
[status]
status = "aborted with a tool error"
stop_stage = "detailed placement (3_5_place_dp)"
first-error = "[ERROR DPL-0036] Detailed placement failed."

[die]
rows = 21
io_pins = 145
die_w_um = 62.0
die_h_um = 62.0
fp_util_pct = 42.5

[yosys]
yosysChipArea_mm2 = 0.00144
syn_inst = 72
top_cells_by_area = "dfxtp_1"
ys_cells = 72
top_area_cell = "dfxtp_1"
postSynthAreaPerCell_um2 = 20.0
yosys_warnings = 1
synthDistinctLibCells = 1
syn_area_mm2 = 0.00144
yosysSeqAreaShare_pct = 100
synth_flops = 72
synth_top_area_share_pct = 100

[placed_design]
gp_congestion = 0.709
io_buffers = 144
==> per-stage QoR <==
stage | power [mW] | area [um^2] | worst slack (ns) | cells | hold slack, ns
after floorplan | 3.08 | 1440 | 0.538 | 72 | 0.228
after global placement | 3.65 | 2940 | 0.0298 | 262 | 0.650
==> logic make-up after synthesis <==
kind of cell,synth area share [%]
flip-flops,100
==> synth_stat cells <==
library cell	number
dfxtp_1	72
No activity file was given, so power comes from the tool's default toggle rates.
